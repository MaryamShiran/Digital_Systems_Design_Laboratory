$ cat ./config.mk
export PLATFORM = sky130hd
export DESIGN_NAME = uart_rcv
export DESIGN_NICKNAME = uart_rcv
export VERILOG_FILES = /design/flow/design.v
export SDC_FILE = /design/flow/constraint.sdc
export NUM_CORES = 4
export LEC_CHECK = 1
export CORE_UTILIZATION = 30
$ cat ./constraint.sdc
current_design uart_rcv

set clk_period 9.7
set clk_io_pct 0.2

create_clock -name clk0 -period $clk_period [get_ports {clk}]

set non_clock_inputs [all_inputs -no_clocks]
set_input_delay [expr $clk_period * $clk_io_pct] -clock clk0 $non_clock_inputs
set_output_delay [expr $clk_period * $clk_io_pct] -clock clk0 [all_outputs]
$ cat ./design.v
module uart_rcv #(
    parameter int CLOCK_RATE = 50_000_000,
    parameter int BAUD_RATE  = 115200
) (
    input clk,
    input rst,
    output reg [7:0] data,
    output reg parity,
    input rx
);
    localparam int BAUD_DELAY = (CLOCK_RATE / BAUD_RATE) - 1;
    localparam int BAUD_DELAY0 = (CLOCK_RATE / BAUD_RATE / 2) - 1;
    localparam int IDLE_STOP = 0;
    localparam int START = 1;
    localparam int DATA = 2;
    localparam int PARITY = 3;
    reg [1:0] state;
    reg [2:0] idx;
    reg [31:0] delay;
    reg prx;
    always @(posedge clk, negedge rst) begin
        if (!rst) begin
            delay  <= 0;
            state  <= 0;
            idx    <= 0;
            data   <= 0;
            parity <= 0;
        end else begin
            prx <= rx;
            if (|delay) begin
                delay <= delay - 1;
            end else begin
                case (state)
                    IDLE_STOP: begin
                        if (!rx && prx) begin
                            delay <= BAUD_DELAY0;
                            state <= state + 1;
                        end
                    end
                    START: begin
                        delay <= BAUD_DELAY;
                        state <= state + 1;
                    end
                    DATA: begin
                        delay     <= BAUD_DELAY;
                        idx       <= idx + 1;
                        state     <= state + &idx;
                        data[idx] <= rx;
                    end
                    PARITY: begin
                        delay  <= BAUD_DELAY;
                        parity <= rx;
                        state  <= state + 1;
                    end
                endcase
            end
        end
    end
endmodule
$ cat ./run.sh
#!/bin/bash
# OpenROAD 26Q1-2900-gdf79404cd8, Yosys 0.63+post, stock flow scripts
make -C /OpenROAD-flow-scripts/flow DESIGN_CONFIG=/design/flow/config.mk WORK_HOME=/design/flow/orfs finish
==> flow_metrics.py <==
# Physical implementation metrics
metrics = {
    "synth": {
        "asyncSetResetFlopFracSynth_pct": 97.9,
        "yosys.stat.seqShare_pct": 45.2,
        "edf_count": 1,
        "synth_cells": 259,
        "post_synth.cell_area_avg_um2": 10.1,
        "synth.top_cell.area_share_pct": 44.1,
        "yosys-stat-area_um2": 2610,
        "synth_area_um2": 2610,
        "yosysCellCount": 259,
        "synth.distinct_cells": 47,
        "ys_dominant_reg_cell": "dfrtp_1",
        "top_cells_by_area": "dfrtp_1 44%, mux2_2 6.0%, ha_1 5.3%",
        "yosysTopAreaCell": "dfrtp_1",
        "yosys_warnings": 1,
        "synth-seq-cells": 47,
    },
    "hold_path": {
        "class_of_the_tightest_hold_or_removal_check": "reg -> reg",
    },
    "timing": {
        "rsz_0062_raised_after_global_routing": "false",
        "fmax_ghz": 0.248,
        "setup-violations-final": 0,
        "finalCriticalPeriod_ps": 4030,
        "finalHoldViolations": 0,
        "post-route-period-util_pct": 41.6,
        "timing.max_slew.rel_slack_pct": 41.3,
        "tns_ps": 0,
        "worst_clock_skew_ps": 8.73,
        "timing_max_transition_violations_final": 0,
        "tightest_slew_ps": 873,
    },
    "route": {
        "avgRoutedWirePerCell_um": 14.2,
        "route.final.wire_length_um": 5320,
        "post-route-drc-count": 0,
        "drt_iter0_drc": 103,
        "avgViaCountPerCell": 5.35,
        "vias": 2001,
        "antenna-diode-count": 0,
        "drtPass1Iterations": 4,
        "ant_nets": 0,
    },
    "place": {
        "place_congestion": 0.866,
        "post-place-cells": 367,
        "hpwlAfterDp_um": 3660,
        "count_of_port_buffers_added_during_placement": 11,
    },
    "pwr": {
        "power_frac_clock_pct": 34.9,
        "sequentialPowerShare_pct": 62.1,
        "power.net_switching_w": 0.0000686,
        "power.share.switching_pct": 21.4,
        "pwr_density_cell_nw_per_um2": 111,
        "power.static_leakage_nw": 1.08,
        "vdd_ir_drop_max_mv": 0.0764,
        "internal_power_w": 0.000251,
        "power.combinational.fraction_pct": 3.0,
    },
    "cts": {
        "clockRootBuffer": "clkbuf_8",
        "tritoncts_clock_tree": "built",
        "clk_transition_reported_paths_ps": 80,
        "htreeDepth": 2,
        "numCtsBuffers": 5,
        "ctsResizeCount": 0,
        "insertion_delay_ps": 290,
        "post-cts-setup-buffers": 0,
        "ctsLongestPathBuffers": 2,
        "number_of_hold_buffers_added_after_cts": 0,
        "tritoncts_num_sinks": 47,
    },
    "floorplan": {
        "fp.coreArea_um2": 8340,
        "chipArea_um2": 9090,
        "die_h_um": 95.3,
        "ioPinCount": 12,
        "core_util_floorplan_pct": 31.3,
        "std_cell_rows": 33,
        "fp.dieW_um": 95.3,
    },
    "layout": {
        "most_common_cell_after_layout_fill_and_taps_aside": "dfrtp_1",
        "post_route_cells_drive_above_1_share_pct": 11.2,
        "final_layout_top_logic_cells": "46 x dfrtp_1, 24 x nor2_1, 17 x nand2_1, 16 x or4_1",
        "syn_to_final_growth_pct": 10.7,
        "fillers": 865,
        "layout.cells.non_filler": 374,
    },
    "worst_setup_path": {
        "critical_path_cell_by_cell": "clkdlybuf4s50_1 > nand2b_1 > nand2_1 > nor4_4 > buf_4 > nand2b_1 > mux2_2",
        "critPathCaptureType": "register",
        "path_common_cell": "nand2b_1",
        "cpLargestDelayFamily": "simple AND/OR/NAND/NOR gates",
        "cpPeakStageDelay_ps": 640,
        "critical_path.startpoint_type": "primary input",
        "critical_path_buf_inv_count": 2,
        "timing_worst_setup_path_type": "in -> reg",
        "critPathMaxFanout": 15,
        "crit_arrival_ps": 4220,
        "critical_path.slowest_cell": "clkdlybuf4s50_1",
        "worst-endpoint-required_ps": 9890,
    },
    "global_route": {
        "vias_in_the_first_global_route": 1907,
        "grtUsageTotal_pct": 13.4,
        "grt_first_pass_wirelength_um": 9490,
        "pin_count_of_the_biggest_net_entering_global_routing": 48,
        "number_of_antenna_violations_at_the_first_check_in_global_routing": 0,
        "overflow": 0,
    },
    "run": {
        "maxCapViolations": 0,
        "log.warning_count": 32,
    },
    "run_status": {
        "run_status": "finished clean",
    },
}
-- metal layers --
layer / GRT usage (%) / vias up / part of all wire [%]
li1: - / 986 / -
met1: 22.1 / 969 / 50
met2: 19.8 / 38 / 45
met3: 2.03 / 8 / 4.0
met4: 1.14 / 0 / 0.96
met5: 0 / - / 0
-- path summary, 6_finish.rpt --
path	from	end	slack, ps	cells past startpoint
worst max-delay path	rx	delay[2]	5670	7
worst max register to register	delay[0]	data[6]	6710	7
max in group asynchronous	rst	delay[26]	7530	2
worst min register to register	data[0]	data[0]	510	1
worst min-delay path	data[0]	data[0]	510	1
min in group asynchronous	rst	delay[20]	1740	2
-- Yosys cell counts (5+ instances only) --
cell / number
ha_1: 11
xnor2_1: 5
nor2_1: 24
mux2_2: 14
xor2_1: 5
nand3_1: 12
nor4_1: 7
clkbuf_1: 6
nand4_1: 9
dfrtp_1: 46
nand2_1: 17
o21ai_0: 14
or4_1: 16
nor3_1: 9
inv_1: 6
-- power groups by stage --
| stage | Clock, W | Sequential [W] | Combinational (W) |
|---|---|---|---|
| final | 0.000112 | 0.000198 | 0.00000952 |
| after CTS | 0.000118 | 0.000199 | 0.0000100 |
| after global routing | 0.000124 | 0.000199 | 0.0000111 |
-- area by class of cell --
type                       instances  area [µm²]  area share (%)
clock buffer                       7        76.3            2.64
tap                              105         131            4.54
multi-input combinational        196        1360            47.0
inverter                           6        22.5           0.779
timing repair buffer              13         120            4.15
sequential                        47        1180            40.8
-- registers in the layout, summed over array words and instances (netlist names) --
register,flops
delay,32
data,8
idx,3
state,2
parity,1
prx,1
-- cell families (layout without fill, tap and decap cells) --
group | after synthesis | count (layout) | share of synthesized area [%]
fa+ha+maj | 11 | 11 | 5.27
mux | 19 | 19 | 8.14
buf+inv | 16 | 26 | 2.73
compound gates | 33 | 33 | 8.05
flops | 47 | 47 | 45.2
simple gates | 123 | 123 | 27.3
xor+xnor | 10 | 10 | 3.35
-- through the flow --
stage	instance area [µm²]	hold WS, ps	util (%)	setup slack, ps	power [W]
finish	2890	508	34.7	5670	0.000320
global route	2890	534	34.7	5560	0.000334
CTS	2890	517	34.7	5690	0.000327
detailed placement	2820	491	33.8	5370	0.000212
global placement	2820	485	33.8	5410	0.000212
floorplan	2610	433	-	6220	0.000204
-- worst register-to-register path: cells and delay by family, from the launching register on --
kind,cells,cell delay [ps]
fa+ha+maj,1,270
simple gates,4,1800
flops,1,410
mux,1,310
buf+inv,1,90
Power is estimated from default activity; no workload was simulated.
