## flow/config.mk

```make
export PLATFORM = sky130hd
export DESIGN_NAME = incubator
export DESIGN_NICKNAME = incubator
export VERILOG_FILES = /design/flow/design.v
export SDC_FILE = /design/flow/constraint.sdc
export NUM_CORES = 4
export LEC_CHECK = 1
export CORE_AREA = 10 10 70 70
export DIE_AREA = 0 0 80 80
```

## flow/constraint.sdc

```tcl
current_design incubator

set clk_period 1.9
set clk_io_pct 0.2

create_clock -name clk0 -period $clk_period [get_ports {clk}]

set non_clock_inputs [all_inputs -no_clocks]
set_input_delay [expr $clk_period * $clk_io_pct] -clock clk0 $non_clock_inputs
set_output_delay [expr $clk_period * $clk_io_pct] -clock clk0 [all_outputs]
```

## flow/design.v

```verilog
module incubator (
    input clk,
    input rst,
    input [7:0] t,
    output reg heater,
    output reg cooler,
    output reg [3:0] crs
);
    reg sm;
    reg [1:0] state0;
    reg [1:0] state1;
    always_ff @(posedge clk, negedge rst) begin
        if (!rst) begin
            sm <= 0;
            state0 <= 0;
            state1 <= 0;
        end else begin
            if (sm == 0) begin
                if (state0 == 0) begin
                    if (t < 15) begin
                        state0 <= 2;
                    end else if (t > 35) begin
                        state0 <= 1;
                        sm <= 1;
                        state1 <= 0;
                    end
                end else if (state0 == 1) begin
                    if (t < 25) begin
                        state0 <= 0;
                    end
                end else begin
                    if (t > 30) begin
                        state0 <= 0;
                    end
                end
            end else begin
                if (state1 == 0) begin
                    if (t > 35) begin
                        state1 <= state1 + 1;
                    end
                end else if (state1 == 1) begin
                    if (t > 40) begin
                        state1 <= state1 + 1;
                    end else if (t < 25) begin
                        state1 <= state1 - 1;
                        sm <= 0;
                    end
                end else if (state1 == 2) begin
                    if (t > 45) begin
                        state1 <= state1 + 1;
                    end else if (t < 35) begin
                        state1 <= state1 - 1;
                    end
                end else begin
                    if (t < 40) begin
                        state1 <= state1 - 1;
                    end
                end
            end
        end
    end
    always_comb begin
        if (state0 == 0) begin
            cooler = 0;
            heater = 0;
        end else if (state0 == 1) begin
            cooler = 1;
            heater = 0;
        end else begin
            heater = 1;
            cooler = 0;
        end
        if (state1 == 0) begin
            crs = 0;
        end else if (state1 == 1) begin
            crs = 4;
        end else if (state1 == 2) begin
            crs = 6;
        end else begin
            crs = 8;
        end
    end
endmodule
```

## flow/run.sh

```bash
#!/bin/bash
# OpenROAD 26Q1-2900-gdf79404cd8, Yosys 0.63+post, stock flow scripts
make -C /OpenROAD-flow-scripts/flow DESIGN_CONFIG=/design/flow/config.mk WORK_HOME=/design/flow/orfs finish
```

==> Changelog: implementation <==
## Implementation

* Status: finished, violations left
* Failing checks: setup timing
* Routed WL at 1710 um
* Internal cell power at 0.608 mW
* Endpoints failing hold at 0
* Mapped Cells at 68
* Top_reg_cell synth: dfrtp_1
* First-pass GRT wire length at 2750 um
* CTS H-tree lvls at 1
* Core area at 3420 um2
* Overflow after GRT at 0
* Clock sinks at 6
* VDD IR max at just under 500 uV
* Area leader, netlist: dfrtp_1
* Kind of end point of the critical path: flop
* Area growth syn-to-layout at 65.4%
* Worst Setup Path Type: flop to flop
* Starting DRT DRC Count at 30
* EDFF count, synth at 0
* Max Root-Sink Buffers at 2
* Buffers on Ports at 14
* Total cells reported by yosys after synthesis at 68
* Minimum hold slack at around 370 ps
* CP arrival at approximately 2100 ps
* Layout Utilization at 0.291
* Share of cells above drive strength 1 at 0.356
* Commonest Layout Cell: buf_4
* Largest net degree at the start of global routing at 11
* Setup tns final at -113 ps
* Sequential area share after synthesis at 0.252
* Num rows at 21
* Combinational group share of total power at 0.682
* Die area at ~6400 um2
* Tool Warnings at 32
* Initial antenna violation count at 0
* Sw Ratio at 0.377
* Design area at 993 um2
* Crit-path leading delay family: simple AND/OR/NAND/NOR gates
* PwrDens at 982 nW/um2
* HPWL Detailed at 1350 um
* Drt via density at 4.27
* N_diodes at 0
* FMAX at 502 MHz
* Clock network fraction of design power at 0.133
* Leakage Power at about 0.42 nW
* Pre-Repair DR Iteration Count at 4
* Residual DRC at 0
* GRT Total Usage at 0.0514
* Multi-input logic area at 462 um2
* Vias in the first global route at 587
* Cell area leaders: dfrtp_1 21%, ha_1 10%, o21ai_0 5.8%, dfstp_2 4.4%, nand2_1 3.8%
* Top cells excl fill/tap: 17 x buf_4, 7 x o21ai_0, 7 x clkdlybuf4s50_1
* Max-slew violations at 0
* RePlAce Congestion at slightly below 0.9
* Yosys Chip Area at 601 um2
* Hold Crit Class: primary input to asynchronous set/reset pin
* Die W at 80 um
* Clock latency on the worst-skew pair at 250 ps
* Mapped cell area at 601 um2
* Slowest stage delay, CP at between 400 and 500 ps
* Slowest cell on crit path: or4b_1
* Placed Area at a little under 900 um2
* Syn avg cell area at 8.83 um2
* Post-route ant nets at 0
* Seq cells post-synth at 6
* CP startpoint kind: flop
* Post-Place Setup Slack at -524 ps
* Wire per inst at 11.6 um
* Floorplan core density at 0.176
* Yosys warns at 1
* # IOs at 16
* Synth cell types at 38
* Final period util at 1.05
* Clock Skews at 4.01 ps
* FF/Latch Area at about 150 um2
* Cts bufs inserted at 3
* Die Height at 80 um
* RSZ-0062 raised after global routing: yes
* CTS tree: done
* Setup WS post-layout at -92.5 ps
* Via count at ~630
* Share of the synthesized area in the top cell type at 0.208
* Max FO, Critical Path at 2
* Net Sw Power at approximately 0.37 mW
* Critical path buffers and inverters at 1
* Synth async-reset ratio at 1.00
* Root Buffer: clkbuf_4
* Crit path time final at 1990 ps
* Clock transition at path regs at about 50 ps
* Max cap viols at 0
* Worst R2R Setup Slack at -90 ps
* Crit path cell chain: inv_2 -> ha_4 -> and2b_2 -> and4b_1 -> a221o_1 -> or4b_1 -> o311ai_2
* Seq pwr share at 0.185
* Critical Path RT at 2050 ps
* Final setup vio count at 2
* Filler instances at about 360
power by group through the flow:
stage / Combinational, mW / Clock (mW) / Sequential, mW
CTS: 0.631 / 0.137 / 0.180
global route: 0.731 / 0.143 / 0.185
finish: 0.665 / 0.129 / 0.180
logic make-up after synthesis:
kind of cell	share of synthesized area
AND-OR/OR-AND	0.319
XOR/XNOR	0.0146
adder cells (fa/ha/maj)	0.104
buffers and inverters	0.0708
flip-flops	0.252
other	0.00624
AND/OR/NAND/NOR	0.233
path summary, 6_finish.rpt:
check                          start         to  cells past startpoint
min reg2reg                state0[0]  state0[0]                      2
min in group clk0          state0[0]  state0[0]                      2
max in group asynchronous        rst  state0[0]                      1
min                              rst         sm                      1
max reg2reg                state1[1]  state1[0]                      7
max                        state1[1]  state1[0]                      7
through the flow:
stage / power, mW / cells
2_1_floorplan: 0.473 / 68
3_3_place_gp: 0.752 / 141
3_5_place_dp: 0.754 / 141
4_1_cts: 0.948 / 147
5_1_grt: 1.06 / 147
6_report: 0.975 / 147
state kept, by name (all words and copies together) (netlist names):
| name | cells |
|---|---|
| sm | 1 |
| state0 | 3 |
| state1 | 2 |
worst reg2reg max path, delay by kind of cell, from the launching register on:
family                   cells  cell delay (ps)
adder cells (fa/ha/maj)      1              140
flip-flops                   1              400
AND/OR/NAND/NOR              3              890
buffers and inverters        1               90
AND-OR/OR-AND                2              390
per-layer routing:
metal | GRT usage | share of wire | wire, um
met1 | 0.0746 | 0.49 | 846
met4 | 0.00528 | 0 | 0
met5 | 0 | 0 | 0
met3 | 0.0170 | 0.064 | 110
met2 | 0.0738 | 0.44 | 754
synth_stat cells (all sizes together), types with 2 or more instances:
cell	count
nor2	4
dfrtp	5
inv	5
nand2	6
o31ai	2
a2111oi	3
o41ai	2
buf	3
o31a	2
nor3b	2
o21ai	7
ha	5
layout make-up:
cell class                      instances  share of cell area
Timing Repair Buffer                   32               0.280
Tap cell                               46              0.0579
Multi-Input combinational cell         54               0.465
Sequential cell                         6               0.152
Clock buffer                            4              0.0264
Inverter                                5              0.0189
repair_timing:
item / CTS / global route
pin swaps: 2 / 3
endpoints found under the setup margin: 3 / 3
buffers inserted: 2 / 0
endpoints found under the hold margin: 0 / 0
gates resized: 11 / 7
hold buffers: 0 / 0
Power figures rest on the tool's default switching activity, not on a simulated workload.
