### ./config.mk
export PLATFORM = sky130hd
export DESIGN_NAME = stack_behavioural
export DESIGN_NICKNAME = stack_behavioural
export VERILOG_FILES = /design/flow/design.v
export SDC_FILE = /design/flow/constraint.sdc
export NUM_CORES = 4
export LEC_CHECK = 1
export CORE_UTILIZATION = 50
### ./constraint.sdc
current_design stack_behavioural

set clk_period 4.7
set clk_io_pct 0.2

create_clock -name clk0 -period $clk_period [get_ports {clk}]

set non_clock_inputs [all_inputs -no_clocks]
set_input_delay [expr $clk_period * $clk_io_pct] -clock clk0 $non_clock_inputs
set_output_delay [expr $clk_period * $clk_io_pct] -clock clk0 [all_outputs]
### ./design.v
module stack_behavioural ( 
input clk,                
input rstN,               
input [3:0] data_in,      
input push,               
input pop,                
output reg [3:0] data_out,  
output reg full,          
output reg empty          
); 
reg [3:0] stack_mem [7:0];
reg [3:0] stack_pointer; 
integer i; 
always @(posedge clk) begin 
    if (!rstN) begin    
        for (i = 0; i < 8; i = i + 1) begin 
            stack_mem[i] <= 0; 
        end 
        stack_pointer <= 0; 
        full <= 0; 
        empty <= 1; 
    end else begin 
        if (push && !pop && !full) begin 
            stack_mem[stack_pointer] <= data_in; 
            stack_pointer <= stack_pointer + 1; 
            full <= (stack_pointer == 8); 
            empty <= 0; 
        end  
        else if (pop && !push && !empty) begin 
            stack_pointer <= stack_pointer - 1; 
            data_out <= stack_mem[stack_pointer]; 
            full <= 0; 
            empty <= (stack_pointer == 0); 
        end 
    end 
end 
endmodule 
### ./run.sh
#!/bin/bash
# OpenROAD 26Q1-2900-gdf79404cd8, Yosys 0.63+post, stock flow scripts
make -C /OpenROAD-flow-scripts/flow DESIGN_CONFIG=/design/flow/config.mk WORK_HOME=/design/flow/orfs finish
==> ci_impl_report.md <==
## Implementation flow summary

| Metric | Value |
|---|---|
| #FFs+latches synth | 42 |
| Syn avg cell area | 12.7 um^2 |
| Max Clk Rate | 326 MHz |
| Post-synth top area cell | edfxtp_1 |
| Tot GR Track Use | 0.220 |
| WP data required | 4.86 ns |
| Resize count post-CTS | 0 |
| Clk sinks | 42 |
| Die Footprint | 4300 um^2 |
| Cells after DPL | 214 |
| Clock slew seen by the registers of the worst setup and hold paths | 0.07 ns |
| Hold Path End | empty |
| Hold depth | 1 |
| Top-area cell share | 0.535 |
| Critical path class | primary input to flop |
| Initial Util | 0.536 |
| I/O Buffers | 13 |
| Post-Synth Simple-Gate Area | 0.182 |
| GP Congestion | 0.875 |
| Post-route minimum period | 3.07 ns |
| Clock Skew | 0.00469 ns |
| Post-Syn Area | 2020 um^2 |
| Top logic family | simple AND/OR/NAND/NOR gates |
| WL/cell | 17.1 um |
| Crit-path max FO | 8 |
| Syn-to-layout area delta | 12.0% |
| Htree depth | 2 |
| Hold Crit Start | stack_pointer[3] |
| MUX share of area | 0.0836 |
| R2R Path Start | full |
| Synth cell types | 45 |
| CP Cell Sequence | clkdlybuf4s50_1 > nor3b_4 > inv_1 > ha_1 > a21oi_1 > a211oi_1 > or4_1 |
| Peak supply drop | 222 uV |
| Endpoints failing hold | 0 |
| Hold_buf cts | 0 |
| Worst-case reg-to-reg path depth | 6 |
| Num rows | 22 |
| Adder Area Share | 0.0223 |
| Critical path capture point type | flop |
| Worst-margin pin slew | 0.604 ns |
| Vias | 1311 |
| AO/OA Area Share | 0.0867 |
| Final setup fails | 0 |
| I/O pin cnt | 14 |
| Post-Synth XOR/XNOR Area | 0.00434 |
| Clock Path Buffers | 2 |
| Max Cap Viol | 0 |
| Instance tally after logic synthesis | 159 |
| First-pass GRT wire length | 6390 um |
| Tool warnings | 25 |
| Clk latency late pin | 0.29 ns |
| R2r setup slk | 2.47 ns |
| Worst min path class | flop to flop |
| Ranking of synthesized cells by area | edfxtp_1, mux4_2, nor2_1, dfxtp_1, o21ai_0 |
| EDFF count, synth | 36 |
| Pleak | 0.737 nW |
| RSZ-0062 raised after global routing | false |
| Max Slew Vio Count | 0 |
| Clock Tree Root | clkbuf_8 |
| Fin Setup TNS | 0 ns |
| TritonCTS Buffers | 5 |
| Initial antenna violation count | 0 |
| CP peak stage delay | 0.55 ns |
| Fin util | 0.600 |
| Ys flop type | edfxtp_1 |
| Antenna Nets Post-Route | 0 |
| Initial DRC Count | 71 |
| Die span in x | 65.6 um |
| DR pass1 iterations | 4 |
| YS warnings | 1 |
| Core area | 3770 um^2 |
| YS chip area | 2020 um^2 |
| Drt total wl | 3770 um |
| Final Non-Filler Cells | 221 |
| Count leader, synth | edfxtp_1 |
| CP arrival | 3.23 ns |
| Number of global-route vias before repair | 1243 |
| FILL cells | 294 |
| Via density | 5.93 |
| Worst rel slew slack | 0.596 |
| Total power | 0.751 mW |
| Congestion Overflow GR | 0 |
| Status | finished, final reports clean |
| Dpl hpwl | 2590 um |
| Pre-CTS setup slack | 1.33 ns |
| Hold slack | 0.550 ns |
| Final critical-path share of the clock period | 0.653 |
| CP startpoint kind | primary input |
| Worst Slack Setup Final | 1.63 ns |
| Remaining DRCs | 0 |
| Post-synth ARST share | 0 |
| CTS tree | done |
| Worst flop-to-flop path endpoint | stack_pointer[3] |
| Yosys stat cell total | 159 |
| Final instance area | 2260 um^2 |
| Power density over the cells | 332 nW/um^2 |
| Largest net degree at the start of global routing | 28 |
| Post-CTS setup buffer count | 0 |
| Ant. Diodes | 0 |
| Die Y | 65.6 um |
| DP Area | 2180 um^2 |
| Critical path's slowest cell | clkdlybuf4s50_1 |
| Share of cells above drive strength 1 | 0.150 |
| Commonest cells in the netlist | edfxtp_1, nor2_1, o21ai_0 |
| Seq/Total Area, Yosys | 0.595 |
[kinds of logic (layout without fill, tap and decap cells)]
kind of cell,count (synthesis),in the layout
AND-OR/OR-AND,26,26
XOR/XNOR,1,1
adder cells (fa/ha/maj),3,3
buffers and inverters,10,24
flip-flops,42,42
multiplexers,9,9
AND/OR/NAND/NOR,68,68
[how the worst max path moves through the flow]
stage         depth (start not counted)  slack [ns]          endpoint  from
finish                                7        1.63  stack_pointer[3]  push
CTS                                   7        1.64  stack_pointer[3]  push
global route                          7        1.46  stack_pointer[3]  push
[area by class of cell]
| type | instances | area [um^2] | share of cell area |
|---|---|---|---|
| multi-input combinational | 107 | 764 | 0.338 |
| tap | 48 | 60.1 | 0.0265 |
| inverter | 1 | 3.75 | 0.00166 |
| clock buffer | 6 | 72.6 | 0.0321 |
| clock inverter | 1 | 7.51 | 0.00332 |
| sequential | 42 | 1200 | 0.531 |
| timing repair buffer | 16 | 153 | 0.0675 |
[layer usage]
metal / vias to the layer above / part of all wire / wire, um / global-route usage
met1: 645 / 0.43 / 1630 / 0.352
met2: 37 / 0.49 / 1850 / 0.327
met3: 4 / 0.066 / 250 / 0.0863
li1: 625 / - / - / -
met4: 0 / 0.0095 / 36 / 0.0217
met5: - / 0 / 0 / 0
[cells in the final DEF, fill, tap and decap left out, types with 3 or more instances in the layout]
cell type	count
buf_4	3
clkbuf_8	5
clkdlybuf4s50_1	13
dfxtp_1	6
edfxtp_1	36
mux2_2	3
mux4_2	6
nand2_1	8
nand3_1	4
nand3b_1	6
nor2_1	33
o21ai_0	10
[sequential cells by signal (all words and copies together), names as in the netlist]
signal / count
stack_mem: 32
stack_pointer: 4
empty: 1
full: 1
data_out: 4
[critical path: cells and delay by family]
family / cells / cell delay [ns]
buffers and inverters: 2 / 0.75
AND-OR/OR-AND: 2 / 0.28
adder cells (fa/ha/maj): 1 / 0.38
AND/OR/NAND/NOR: 2 / 0.87
[where the power goes]
group | switching (mW) | internal (mW)
Sequential | 0.00635 | 0.422
Clock | 0.114 | 0.102
Combinational | 0.0588 | 0.0486
Power is estimated from default activity; no workload was simulated.
